==> /design/flow/design.v <==
interface fifo_if#(parameter WIDTH=8, DEPTH=16)(input logic clk, input logic rst);
    bit                 is_write;
    logic               sel;
    logic               w_enable;
    logic [WIDTH-1:0]   w_data;
    logic               w_ready;
    logic               r_enable;
    logic [WIDTH-1:0]   r_data;
    logic               r_ready;
    clocking drv_cb @(posedge clk);
        default input #1ns output #1ns;
        output sel, is_write, w_enable, w_data, r_ready;
        input w_ready, r_enable, r_data;
    endclocking
    clocking mon_cb @(posedge clk);
        default input #1ns output #1ns;
        input sel, is_write, w_enable, w_data, w_ready, r_enable, r_data, r_ready;
    endclocking
    modport DRV (clocking drv_cb, input clk);
    modport MON (clocking mon_cb, input clk);
endinterface
module fifo#(DEPTH=16, WIDTH=8)(
    input logic clk,
    input logic rst,
    input bit is_write,
    input logic sel,
    input logic w_enable,
    input logic [WIDTH-1:0] w_data,
    output logic w_ready,
    output logic r_enable,
    output logic [7:0] r_data,
    input logic r_ready
);
    logic [7:0] memory [DEPTH-1:0];
    logic [$clog2(DEPTH)-1:0] r_ptr, w_ptr;
    logic [$clog2(DEPTH)-1:0] count;
    logic r_fire, w_fire;
    assign w_ready = (count <= DEPTH);
    assign r_enable = (count > 0);
    assign w_fire = (w_enable && w_ready);
    assign r_fire = (r_enable && r_ready);
    assign r_data = memory[r_ptr];
    always_ff @(posedge clk) begin
        if (rst) begin
            for (int i = 0; i < DEPTH; i++) begin
                memory[i] <= 'b0;
            end
            r_ptr <= 0;
            w_ptr <= 0;
            count <= 0;
        end else if (sel) begin
            if (w_fire) begin
                memory[w_ptr] <= w_data;
                w_ptr <= (w_ptr + 1) % DEPTH;
            end
            if (r_fire) begin
                r_ptr <= (r_ptr + 1) % DEPTH;
            end
            if (w_fire && ~r_fire) begin
                count <= count + 1;
            end
            if (r_fire && ~w_fire) begin
                count <= count - 1;
            end
        end
    end
endmodule
==> /design/flow/run.sh <==
#!/bin/bash
# OpenROAD 26Q1-2900-gdf79404cd8, Yosys 0.63+post, stock flow scripts
make -C /OpenROAD-flow-scripts/flow DESIGN_CONFIG=/design/flow/config.mk WORK_HOME=/design/flow/orfs finish
==> /design/flow/config.mk <==
export PLATFORM = sky130hd
export DESIGN_NAME = fifo
export DESIGN_NICKNAME = fifo
export VERILOG_FILES = /design/flow/design.v
export SDC_FILE = /design/flow/constraint.sdc
export NUM_CORES = 4
export LEC_CHECK = 1
export CORE_UTILIZATION = 50
export SYNTH_HDL_FRONTEND = slang
==> /design/flow/constraint.sdc <==
current_design fifo

set clk_period 4.4
set clk_io_pct 0.2

create_clock -name clk0 -period $clk_period [get_ports {clk}]

set non_clock_inputs [all_inputs -no_clocks]
set_input_delay [expr $clk_period * $clk_io_pct] -clock clk0 $non_clock_inputs
set_output_delay [expr $clk_period * $clk_io_pct] -clock clk0 [all_outputs]
==> run summary <==
The following summarizes the physical implementation.

Clock tree
The TritonCTS clock tree is yes. In this run the clock root is driven by a clkbuf_16. The skew report gives the latency at the later pin of the worst-skew pair as 0.41 ns. The number of gates given a new drive strength after cts is 0. In this run the number of H-tree levels came out at 4. On the reported timing paths, the clock transition at the registers reads 0.06 ns. The number of buffers inserted by hold repair at cts is 0. The number of buffers on the longest clock path is 2. The total number of clock tree sinks is 144. CTS added clock buffers totalling 17. Once the clock tree was built, the setup fixing pass inserted 0 buffers.

Setup path
Per the post-run analysis, buffers plus inverters along the critical path come to 2. The kind of critical path is reg -> out. Looking at the critical path, the single cell with the biggest stage delay is mux4_1.

The type of destination of the critical path is an output pin. The worst endpoint data arrival time is 2.62 ns. In this run the critical path is formed by buf_4 -> mux4_1 -> a22oi_1 -> nand2_1 -> clkdlybuf4s50_1. The largest fanout of any net on the critical path is 18. The kind of cell with the highest combined delay on the critical path is buffers and inverters. In this design, the stage delay of the slowest critical-path cell is 0.66 ns. The element type at the critical path start is a register. In this run the register-to-register setup slack is 1.97 ns. The required time of the critical path is 3.52 ns.

Pwr
The total power after layout is 2992 µW. Switching power as a fraction of the total was reported as 0.2135. Per the OpenROAD power report, leakage power amounts to 0.002800 µW. The internal portion of the total power is 2353 µW. The clock network fraction of total power is 0.400.

Per the power-grid run, VDD falls by no more than 0.0002625 V. In this run the power density over the cells is 397.8 nW/µm². The switching power summed over all nets is 638.8 µW. The share of total power dissipated in combinational logic is 0.080.

The power report attributes to the sequential group a share of 0.520.

Drt
The number of DRC markers after the initial detailed-route iteration is 234. The sum of routed wire segments on met1 is 5.775 mm. The count of nets left with antenna violations once routing finished came out at 0. In the routed layout, each cell is associated on average with a via count of 5.356. Per the detail_route report, the via count comes to 3578.

The residual DRC count is 0. The met2 wire length is 6.641 mm. The average wire per cell in the routed design is 20.48 µm.

The highest metal layer with signal wires is met4. The routed design ends up with an antenna cell count of 0. For this block, the routed nets add up to 13.68 mm of wire. The met3 wire length is 1.114 mm. The first detailed-routing pass ran for 5 iterations.

Flow run
The tool flagged a number of max-cap violations equal to 0. Across all stage logs, warnings added up to 29.

Floorplan
The floorplan core density is 0.5213. The core region is 12820 µm². The die width is 117.6 µm. The die covers 13840 µm². The number of placement rows is 41. The die outline height is 117.6 µm. The I/O pin count is 24.

Logic synthesis
The synthesized netlist occupies a cell area of 6685 µm². The proportion of synthesized chip area in sequential cells is 0.6229. In this run, distinct cell masters in the synthesized netlist total 36.

For this run, the leading register cell type out of synthesis is edfxtp_1. The chip area in the Yosys report is 6685 µm². The cell count in the Yosys report is 459. Synthesis handed over a netlist of 459 instances. Per the synth stats, the proportion of register bits with asynchronous set or reset is 0. A synthesized cell averages 14.56 µm². Sorting the synthesized cells by area gives the leading types as edfxtp_1 57%, and2_1 12%, mux4_2 6.1%.

The portion of synthesized cell area occupied by the leading cell type is 0.5750. The count of flip-flops with a built-in enable after synthesis is 128. After synthesis the netlist holds a flip-flop and latch count of 144. The tally of yosys warning messages is 0.

The library cell occupying the most area in the post-synthesis netlist is edfxtp_1.

Final timing
Setup repair after global routing left no endpoint under its margin. The number of failing setup endpoints in the final timing report is 0. In the finished design, the share of the clock period the worst path needs comes to 0.7955. Counting endpoints that fail hold in the final report gives 0. The worst clock skew on the final layout is 0.01209 ns. Summed over all failing endpoints, the final setup total negative slack is 0 ns. For reference, the final report shows the max-slew violation count at 0. The upper clock frequency limit is 285.7 MHz. The shortest period the worst path allows is 3.500 ns.

The max-slew headroom at the worst pin is 0.5310. The pin slew with the least headroom to its limit is 0.7021 ns.

Layout
Relative to the synthesized area, the layout overhead comes to 12.50%. The area taken by sequential standard cells is reported as 4165 µm². The share of cells above drive strength 1 is 0.1351. After filler insertion, the fill cell instance count of the layout stands at 991. The final report gives the standard cell area, fillers excluded, as 7521 µm². Summing all multi-input logic gate instances after layout gives 2344 µm².

Hold path
The path type of the worst min-delay path is reg -> reg.

Global routing
The number of global-route vias before repair is 3727. The first-pass GRT wire length is 21.27 mm. Summed over all routing layers, the global router reports a total usage of 0.2292. The number of antenna violations at the first check in global routing came to 0.

The largest net degree at the start of global routing is 33. Summed over all layers, the global routing overflow is 0.

Outcome
The run finished with clean final reports.

Placement
The final RePlAce weighted congestion is 0.8052. The quantity of I/O buffers inserted on ports is 21. Note, the detailed placer reported a final HPWL of 8.628 mm.

The placement stage leaves a total instance area of 7032 µm².
-- sequential cells by signal, summed over array words and instances, names as in the netlist, named ones only --
register	flops
memory	128
w_ptr	4
r_ptr	4
count	4
-- final cells by class --
class                           count  share of cell area
Multi-Input combinational cell    283              0.3116
Tap cell                          172             0.02861
Sequential cell                   144              0.5538
Inverter                            6            0.002995
Clock buffer                       21             0.05856
Clock inverter                     11            0.006488
Timing Repair Buffer               31             0.03793
-- tightest hold or removal path, cell delays in order, from the launching register on --
cell and delay (ns):
dfxtp_1 0.32, nand2_1 0.06, a21oi_1 0.08
-- cell families (layout without fill, tap and decap cells) --
group	Yosys count	count (layout)	synth area share
compound gates	24	24	0.02564
xor+xnor	7	7	0.009171
fa+ha+maj	9	9	0.01797
buf+inv	32	69	0.02658
flops	144	144	0.6229
mux	35	35	0.1203
other cells	1	1	0.0005609
simple gates	207	207	0.1769
-- through the flow --
step                      utilization  worst slack (ns)  instances  hold WS [ns]
after CTS                      0.5864            0.8145        668        0.5104
after detailed placement       0.5483             1.154        636        0.4981
final                          0.5864            0.8999        668        0.5084
after floorplan                     -             1.890        459        0.4629
after global placement         0.5483             1.184        636        0.4869
after global routing           0.5864            0.7389        668        0.5401
-- power by group through the flow --
stage / combinational, µW / sequential [µW] / clock, µW
final: 239 / 1560 / 1200
after CTS: 244 / 1560 / 1220
after global routing: 263 / 1560 / 1270
-- cell usage in the layout (no fill, tap or decap), drive strengths merged, types with 6 or more instances in the layout --
cell,synthesis,final
or2,16,16
a22oi,16,16
and2,129,129
clkdlybuf4s50,0,21
nor2,23,23
nand2,19,19
clkinv,0,10
clkbuf,13,21
nand3,6,6
ha,8,8
buf,10,10
edfxtp,128,128
inv,6,6
dfxtp,16,16
mux4,32,32
-- final timing paths --
path,from,end,cells past startpoint
worst max register to register,count[1]$_SDFFE_PP0P_,count[3]$_SDFFE_PP0P_,7
worst min register to register,r_ptr[1]$_SDFFE_PP0P_,register,2
worst max-delay path,register,r_data[5],5
worst min-delay path,r_ptr[1]$_SDFFE_PP0P_,register,2
-- synthesized netlist by cell type, types with 2 or more instances --
master and instances:
dfxtp_1 16, xor2_1 4, nand2_1 19, nor2b_1 3
and2_1 129, mux4_1 14, xnor2_1 3, nand2b_1 2
edfxtp_1 128, nor2_1 23, buf_2 4, buf_4 3
inv_1 6, mux2i_1 2, nor3_1 4, clkdlybuf4s25_2 3
a21oi_1 4, clkbuf_1 13, or2_2 16, mux4_2 18
nand3_1 6, ha_1 8, a22oi_1 16, buf_6 3
-- layer usage --
layer | vias to the layer above | track usage
met1 | 1759 | 0.3618
met4 | 0 | 0.02965
li1 | 1725 | -
met2 | 86 | 0.3415
met3 | 8 | 0.09437
met5 | - | 0.02206
No activity file was given, so power comes from the tool's default toggle rates.
